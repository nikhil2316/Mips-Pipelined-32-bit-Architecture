### /design/flow/run.sh
#!/bin/bash
# OpenROAD 26Q1-2900-gdf79404cd8, Yosys 0.63+post, stock flow scripts
make -C /OpenROAD-flow-scripts/flow DESIGN_CONFIG=/design/flow/config.mk WORK_HOME=/design/flow/orfs finish
### /design/flow/design.v
`timescale 1ns / 1ps
module LCD(
clk,
sf_e,
e,
rs,
rw,
nibble
    );
input clk; 
output reg sf_e;  
output reg e;  
output reg rs;  
output reg rw;  
output reg [3:0] nibble;  
reg [26:0]  count=0;  
reg [5:0] code;  
reg refresh;  
always @ (posedge clk)
begin
	count <= count+1;
	case (count[26:21])
	0: code <= 6'h03;  
	1: code <= 6'h03;  
	2: code <= 6'h03;  
	3: code <= 6'h02;  
	4: code <= 6'h02;  
	5: code <= 6'h08;  
	6: code <= 6'h00;  
	7: code <= 6'h06;  
	8: code <= 6'h00;  
	9: code <= 6'h0C;  
	10: code <= 6'h00;  
	11: code <= 6'h01;  
	12: code <= 6'h24;  
	13: code <= 6'h28;  
	14: code <= 6'h26;  
	15: code <= 6'h25;
	16: code <= 6'h26;  
	17: code <= 6'h2C; 
	18: code <= 6'h26;  
	19: code <= 6'h2C;
	20: code <= 6'h26;  
	21: code <= 6'h2F;
	22: code <= 6'h22;  
	23: code <= 6'h2C;
	24: code <= 6'b001100;  
	25: code <= 6'b000000;  
	26: code <= 6'h25;  
	27: code <= 6'h27;  
	28: code <= 6'h26;  
	29: code <= 6'h2F;
	30: code <= 6'h27;  
	31: code <= 6'h22; 
	32: code <= 6'h26;  
	33: code <= 6'h2C;
	34: code <= 6'h26;  
	35: code <= 6'h24;
	36: code <= 6'h22;  
	37: code <= 6'h21;
	default : code <= 6'h10;  
	endcase
	refresh <= count[20];  
	sf_e <= 1;
	{e, rs, rw, nibble } <=  {refresh, code};
end  
endmodule
### /design/flow/config.mk
export PLATFORM = sky130hd
export DESIGN_NAME = LCD
export DESIGN_NICKNAME = LCD
export VERILOG_FILES = /design/flow/design.v
export SDC_FILE = /design/flow/constraint.sdc
export NUM_CORES = 4
export LEC_CHECK = 1
export CORE_UTILIZATION = 30
### /design/flow/constraint.sdc
current_design LCD

set clk_period 4.9
set clk_io_pct 0.2

create_clock -name clk0 -period $clk_period [get_ports {clk}]

set non_clock_inputs [all_inputs -no_clocks]
set_input_delay [expr $clk_period * $clk_io_pct] -clock clk0 $non_clock_inputs
set_output_delay [expr $clk_period * $clk_io_pct] -clock clk0 [all_outputs]
==> run summary <==
Vias per inst: 4.576
Top cell type's share of synthesized area: 46.92%
CTS Buf Count: 5
GRT Max-Usage Layer: met2
GRT met2 Usage: 13.51%
Outcome: completed
First-pass GRT wire length: 4326 um
H-tree Lvls: 2
Combinational Power Share: 0%
Synthesized area: 0.001749 mm^2
WHS: 0.3301 ns
Hold Crit Start: code[1]$_DFF_P_
Crit path kind: reg2out
Non-Filler Cell Area, Final: 0.001958 mm^2
Yosys chip area: 0.001749 mm^2
Number of global-route vias before repair: 997
DRC errors left: 0
Global-route track usage on met1: 13.20%
Cycle use final: 41.40%
Placer Congestion: 0.7616
Ratio of cells with drive above 1 in the final layout: 5.946%
Layout Skew: 0.008461 ns
Critical Path Stages: 1
Ys Warns: 1
OpenROAD warnings: 31
Ant diodes: 0
Internal power: 0.0004337 W
Worst path bufs/invs: 1
Crit Path Max Fanout: 1
Grt met3 use: 1.889%
Area delta synth->final: 11.95%
Largest net degree at the start of global routing: 20
FP Core Util: 31.38%
Initial antenna violation count: 0
DRT iter0 DRCs: 90
RSZ-0062 raised after global routing: no
Clock latency on the worst-skew pair: 0.29 ns
CTS resizes: 0
Startpoint Class: flop
WHS Endpoint: nibble[1]$_DFF_P_
Reg2reg end: code[0]$_DFF_P_
Slowest stage delay, CP: 0.44 ns
Routed len/inst: 9.887 um
Fmax: 492.9 MHz
PortBufs: 7
CTS tree: yes
Core ar.: 0.005574 mm^2
Final HPWL DP: 1654 um
Sequential fraction of the synthesis area: 46.92%
Final Hold Vio Count: 0
Yosys cell count: 179
Clock share of power: 39.6%
Slew HR: 53.30%
GRT Total Usage: 8.842%
Final Power: 0.0005511 W
CP max stage cell: clkdlybuf4s50_1
FF-to-FF Start: count[22]$_DFF_P_
Cell Pwr Density: 281.5 mW/mm^2
Sequence of cells on the critical path: clkdlybuf4s50_1
Die ar.: 0.006140 mm^2
Worst path top cell family by delay: buffers and inverters
Hold crit path type: reg2reg
CTS root buf: clkbuf_8
CP required: 3.92 ns
Reg2Reg Setup Slack: 3.20 ns
Fin util: 35.13%
P_leak: 0.6816 nW
Max_cap viols: 0
WL final: 2541 um
VDD IR max: 0.0001057 V
# setup viols final: 0
DP Area: 0.001868 mm^2
Post-Synthesis Cells: 179
# Post-CTS Setup Buffers: 0
CTS Hold Bufs: 0
Drt pass-1 iters: 4
Arr. time, crit path: 1.05 ns
Width of the die: 78.36 um
Antenna-violating nets left: 0
Sum Neg Setup Slack: 0 ns
GRT overflow: 0
Max Root-Sink Buffers: 2
Worst slew pin tran: 0.6951 ns
Die height: 78.36 um
Reg2Reg Depth: 6
Hold Path Depth: 0
Kind of end point of the critical path: output pin
P_sw: 0.0001174 W
# rows: 27
CTS clk-pin slew, worst paths: 0.08 ns
Post-synthesis area per instance: 9.772 um^2
Sequential Power Share: 60.4%
Final tally of max-slew violations: 0
Flops after synth: 41
Net Sw Frac: 21.30%
Distinct lib cells: 35
Final min period: 2.029 ns
Clock sink count: 41
Via count: 1176
Dominant cell type by area after synthesis: dfxtp_1
Cell area leaders: dfxtp_1, xnor2_1, ha_1
Ports: 9
## area by class of cell
cell class / count / area, um^2
fill: 569 / 3616
multi-input combinational: 122 / 860.8
sequential: 41 / 820.8
tap: 72 / 90.09
timing repair buffer: 7 / 70.07
clock buffer: 5 / 68.82
inverter: 7 / 26.28
clock inverter: 3 / 21.27
## placed cells by master (no fill, tap or decap), types with 4 or more instances in the layout
master	netlist	final
a21oi_1	8	8
clkbuf_8	0	5
clkdlybuf4s50_1	0	7
dfxtp_1	41	41
ha_1	8	8
inv_1	7	7
mux2i_1	5	5
nand2_1	15	15
nand3_1	14	14
nand4_1	7	7
nor2_1	13	13
xnor2_1	21	21
xor2_1	4	4
## logic make-up (layout without fill, tap and decap cells)
group,after synthesis,after routing,share of synthesized area [%]
fa+ha+maj,8,8,5.723
mux,5,5,2.861
simple gates,61,61,19.60
xor+xnor,25,25,12.52
other cells,1,1,0.2144
compound gates,22,22,8.298
buf+inv,16,22,3.863
flops,41,41,46.92
## worst max path at each step
stage                startpoint        end  slack, ns
CTS                   e$_DFF_P_          e       2.85
finish                e$_DFF_P_          e       2.87
global route  nibble[0]$_DFF_P_  nibble[0]       2.81
## state kept, by name, summed over array words and instances, names as in the netlist
name	cells
refresh	1
code	6
e	1
nibble	4
rs	1
rw	1
count	27
## power by group through the flow
stage / clock (W) / combinational [W] / sequential (W)
6_report: 0.000218 / 0.00000000773 / 0.000333
4_1_cts: 0.000229 / 0.0000000145 / 0.000333
5_1_grt: 0.000243 / 0.0000000555 / 0.000333
## routing by layer
layer  vias to the layer above  share of wire, %
li1                        620                 -
met1                       540                52
met2                        12                44
met3                         4               2.0
met4                         0               2.0
met5                         -                 0
## through the flow
stage                     setup slack [ns]  instances
after floorplan                      3.292        179
after global placement               3.186        249
after detailed placement             3.185        249
after CTS                            2.849        257
after global routing                 2.814        257
final                                2.871        257
## Yosys cell counts (all sizes together)
library cell,number
a211oi,1
a21boi,1
a21o,3
a21oi,8
a22o,1
a22oi,1
a41o,1
and3,1
and4,1
buf,6
clkbuf,3
conb,1
dfxtp,41
ha,8
inv,7
mux2i,5
nand2,15
nand3,14
nand3b,1
nand4,8
nand4b,1
nor2,13
nor2b,1
nor3,3
nor3b,1
nor4,2
o211a,1
o21ai,2
o22ai,2
o311ai,1
xnor2,21
xor2,4
Power figures rest on the tool's default switching activity, not on a simulated workload.
